<file path="./constraint.sdc">
current_design sram_IS61WV25616_controller_32b_5lr

set clk_period 4.8
set clk_io_pct 0.2

create_clock -name clk0 -period $clk_period [get_ports {i_clk}]

set non_clock_inputs [all_inputs -no_clocks]
set_input_delay [expr $clk_period * $clk_io_pct] -clock clk0 $non_clock_inputs
set_output_delay [expr $clk_period * $clk_io_pct] -clock clk0 [all_outputs]
</file>
<file path="./design.v">
module sram_IS61WV25616_controller_32b_5lr (
  input  logic [17:0]   i_ADDR   ,
  input  logic [31:0]   i_WDATA  ,
  input  logic [ 3:0]   i_BMASK  ,
  input  logic          i_WREN   ,
  input  logic          i_RDEN   ,
  output logic [31:0]   o_RDATA  ,
  output logic          o_ACK    ,
  output logic [17:0]   SRAM_ADDR,
  output  logic [15:0]   SRAM_DQ  ,
  output logic          SRAM_CE_N,
  output logic          SRAM_WE_N,
  output logic          SRAM_LB_N,
  output logic          SRAM_UB_N,
  output  logic          SRAM_OE_N,
  input logic i_clk,
  input logic i_reset
);
  typedef enum logic [2:0] {
      StIdle
    , StWrite
    , StWriteAck
    , StRead0
    , StRead1
    , StRead2
    , StRead3
    , StReadAck
  } sram_state_e;
  sram_state_e sram_state_d;
  sram_state_e sram_state_q;
  logic [17:0] addr_d;
  logic [17:0] addr_q;
  logic [31:0] wdata_d;
  logic [31:0] wdata_q;
  logic [31:0] rdata_d;
  logic [31:0] rdata_q;
  logic [ 3:0] bmask_d;
  logic [ 3:0] bmask_q;
  always_comb begin : proc_detect_state
    case (sram_state_q)
      StIdle, StWriteAck, StReadAck: begin
        if (i_WREN ~^ i_RDEN) begin
          sram_state_d = StIdle;
          addr_d       = addr_q;
          wdata_d      = wdata_q;
          rdata_d      = rdata_q;
          bmask_d      = bmask_q;
        end
        else begin
          sram_state_d = i_WREN ? StWrite : StRead0;
          addr_d       = i_ADDR & 18'h3FFFE;
          wdata_d      = i_WREN ? i_WDATA : wdata_q;
          rdata_d      = rdata_q;
          bmask_d      = i_BMASK;
        end
      end
      StWrite: begin
        sram_state_d = StWriteAck;
        addr_d       = addr_q | 18'h1;
        wdata_d      = wdata_q;
        rdata_d      = rdata_q;
        bmask_d      = bmask_q;
      end
      StRead0: begin
        sram_state_d = StRead1;
        addr_d       = addr_q;
        wdata_d      = wdata_q;
        rdata_d      = {rdata_q[31:16], SRAM_DQ};
        bmask_d      = bmask_q;
      end
      StRead1: begin
        sram_state_d = StRead2;
        addr_d       = addr_q | 18'h1;
        wdata_d      = wdata_q;
        rdata_d      = {rdata_q[31:16], SRAM_DQ};
        bmask_d      = bmask_q;
      end
      StRead2: begin
        sram_state_d = StRead3;
        addr_d       = addr_q;
        wdata_d      = wdata_q;
        rdata_d      = {SRAM_DQ, rdata_q[15:0]};
        bmask_d      = bmask_q;
      end
      StRead3: begin
        sram_state_d = StReadAck;
        addr_d       = addr_q;
        wdata_d      = wdata_q;
        rdata_d      = {SRAM_DQ, rdata_q[15:0]};
        bmask_d      = bmask_q;
      end
      default: begin
        sram_state_d = StIdle;
        addr_d       = '0;
        wdata_d      = '0;
        rdata_d      = '0;
        bmask_d      = '0;
      end
    endcase
  end
  always_ff @(posedge i_clk) begin
    if (!i_reset) begin
      sram_state_q <= StIdle;
    end
    else begin
      sram_state_q <= sram_state_d;
    end
  end
  always_ff @(posedge i_clk) begin
    if (!i_reset) begin
      addr_q  <= '0;
      wdata_q <= '0;
      rdata_q <= '0;
      bmask_q <= 4'b0000;
    end
    else begin
      addr_q  <= addr_d;
      wdata_q <= wdata_d;
      rdata_q <= rdata_d;
      bmask_q <= bmask_d;
    end
  end
  always_comb begin : proc_output
    SRAM_ADDR = addr_q;
    SRAM_DQ   = 'z;
    SRAM_WE_N = 1'b1;
    SRAM_CE_N = 1'b1;
    case (sram_state_q)
      StWrite, StRead0, StRead1: begin
        {SRAM_UB_N, SRAM_LB_N} = ~bmask_q[1:0];
      end
      StWriteAck, StRead2, StRead3, StReadAck: begin
        {SRAM_UB_N, SRAM_LB_N} = ~bmask_q[3:2];
      end
      default: begin
        {SRAM_UB_N, SRAM_LB_N} = ~bmask_q[1:0];
      end
    endcase
    if (sram_state_q == StWrite) begin
      SRAM_DQ   = wdata_q[15:0];
      SRAM_WE_N = 1'b0;
    end
    if (sram_state_q == StWriteAck) begin
      SRAM_DQ   = wdata_q[31:16];
      SRAM_WE_N = 1'b0;
    end
    if (sram_state_q != StIdle) begin
      SRAM_CE_N = 1'b0;
    end
  end
  assign o_RDATA = rdata_q;
  assign o_ACK  = (sram_state_q == StWriteAck) || (sram_state_q == StReadAck);
endmodule : sram_IS61WV25616_controller_32b_5lr
</file>
<file path="./config.mk">
export PLATFORM = sky130hd
export DESIGN_NAME = sram_IS61WV25616_controller_32b_5lr
export DESIGN_NICKNAME = sram_IS61WV25616_controller_32b_5lr
export VERILOG_FILES = /design/flow/design.v
export SDC_FILE = /design/flow/constraint.sdc
export NUM_CORES = 4
export LEC_CHECK = 1
export CORE_UTILIZATION = 40
</file>
<file path="./run.sh">
#!/bin/bash
# OpenROAD 26Q1-2900-gdf79404cd8, Yosys 0.63+post, stock flow scripts
make -C /OpenROAD-flow-scripts/flow DESIGN_CONFIG=/design/flow/config.mk WORK_HOME=/design/flow/orfs finish
</file>
==> GITHUB_STEP_SUMMARY <==
### Metrics collected by this job

| Metric | Value |
|---|---|
| Rel. slew slack | `40.5%` |
| Final setup viols | `0` |
| Tcrit/Tclk final | `79.7%` |
| P&R area growth vs syn | `32.8%` |
| Clock Tree Buf Depth | `2` |
| Post-cts repair resize count | `0` |
| Layout cells sized above 1 | `9.59%` |
| Largest net degree at the start of global routing | `86` |
| Site row count | `37` |
| Final Hold Violating Endpoints | `0` |
| Worst Path Arrival | `2.86 ns` |
| Slew Viols, Final | `0` |
| Yosys warns | `3` |
| Root Buffer Master | `clkbuf_8` |
| Die Wd | `105 um` |
| WL final | `11.1 mm` |
| OpenROAD warnings | `26` |
| Full die area | `11,100 sq um` |
| # diodes | `0` |
| Total GRT Usage | `20.1%` |
| Distinct cells, synth | `43` |
| Hold crit path type | `flop to flop` |
| Clk_skew | `0.00864 ns` |
| Initial drt markers | `177` |
| Vias | `3,765` |
| Kind of critical path | `flop to output port` |
| Antenna violations before repair | `0` |
| GPL Wtd Cong | `0.845` |
| Tot Pwr | `0.00160 W` |
| Startpoint Class | `flop` |
| Post-DP HPWL | `7.14 mm` |
| H-tree Lvls | `3` |
| Total CTS buffers | `9` |
| Critical path capture point type | `output port` |
| Antenna Nets Post-Route | `0` |
| Worst skew pair latency | `0.35 ns` |
| Reg clk slew, reported paths | `0.09 ns` |
| Cells in synth_stat.txt | `484` |
| WL per Instance | `15.4 um` |
| CTS sink cnt | `89` |
| Leak | `2.09 nW` |
| Placed Area | `5510 sq um` |
| Yosys synthesis chip area | `4270 sq um` |
| CTS tree | `built` |
| Status | `completed` |
| Synth Instances | `484` |
| Number of global-route vias before repair | `3,517` |
| FILL cells | `951` |
| FP Util | `41.4%` |
| Syn Area/Cell | `8.82 sq um` |
| Post-cts hold-fix buffer tally | `0` |
| F_max | `261 MHz` |
| VDD IR-drop max | `179 uV` |
| Ys flops | `89` |
| Core ar. | `10,300 sq um` |
| Cell area after layout | `5670 sq um` |
| Worst Tran Pin Value | `0.888 ns` |
| Post-synth ARST share | `0%` |
| CP Max Fanout | `16` |
| RSZ-0062 raised after global routing | `no` |
| # port buffers | `127` |
| Drt via density | `5.23` |
| Ys flop type | `dfxtp_1` |
| DRT Pass-1 Iters | `4` |
| Data required, critical path | `3.84 ns` |
| Max cap viols | `0` |
| First-pass GRT wire length | `17.6 mm` |
| I/O Pins | `130` |
| Post-CTS setup buffers | `0` |
| Final TNS setup | `0 ns` |
| Number of remaining DRC errors | `0` |
| Sequential area share after synthesis | `41.7%` |
| Mapped Area | `4270 sq um` |
| Power density cells | `281 nW/um^2` |
| GRT overflow | `0` |
| Chip Height | `105 um` |
| EDFF count, synth | `0` |
| Period minus WS final | `3.82 ns` |
==> per-stage QoR <==
step	hold slack [ns]	instances	setup slack (ns)	utilization, %
floorplan	0.429	484	2.29	-
global placement	0.439	705	1.37	53.3
detailed placement	0.448	705	1.34	53.3
CTS	0.461	720	0.951	54.9
global route	0.477	720	0.780	54.9
finish	0.457	720	0.975	54.9
==> layout by cell type (no fill, tap or decap), types with 4 or more instances in the layout <==
| master | instances |
|---|---|
| nor3_1 | 18 |
| o21ai_0 | 16 |
| and3_1 | 15 |
| mux2_1 | 4 |
| mux2i_1 | 34 |
| o31a_1 | 17 |
| clkdlybuf4s50_1 | 126 |
| dfxtp_1 | 88 |
| nand2_1 | 70 |
| nand3_1 | 23 |
| buf_4 | 6 |
| inv_1 | 21 |
| o21ai_1 | 5 |
| clkbuf_8 | 10 |
| a21boi_0 | 15 |
| a21oi_1 | 42 |
| o221a_2 | 17 |
| o21a_1 | 16 |
| mux2_2 | 12 |
==> registers in the layout, indices dropped and copies added (netlist names) <==
| signal | cells |
|---|---|
| addr_q | 18 |
| bmask_q | 4 |
| rdata_q | 32 |
| sram_state_q | 3 |
| wdata_q | 32 |
==> layout make-up <==
type	instances	area, sq um	area share [%]
well taps	136	170	3.00
clock inverters	2	15.0	0.265
clock buffers	13	149	2.63
flip-flops and latches	89	1780	31.4
repair buffers	133	1310	23.1
multi-input cells	326	2160	38.1
inverters	21	78.8	1.39
==> logic make-up after synthesis <==
| kind of cell | count (synthesis) | share of synthesized area, % |
|---|---|---|
| and+or+nand+nor | 138 | 15.3 |
| AOI/OAI and AO/OA | 135 | 22.4 |
| muxes | 50 | 12.2 |
| buffers and inverters | 69 | 7.80 |
| DFF | 89 | 41.7 |
| adders and majority gates | 1 | 0.293 |
| xor gates and xnor gates | 1 | 0.205 |
| other | 1 | 0.0878 |
==> worst max-delay path: stages (launching register included) <==
cell	delay [ns]
dfxtp_1	0.71
inv_1	0.22
nor2_2	0.74
mux2_2	0.41
clkdlybuf4s50_1	0.43
==> power by group <==
group          total [W]  internal, W  switching (W)
registers       0.000817     0.000781      0.0000360
logic           0.000321     0.000180       0.000141
clock network   0.000457     0.000201       0.000256
==> per-layer routing <==
layer / GRT usage (%) / vias to the layer above / routed length [um]
met1: 29.8 / 1734 / 5200
met2: 32.2 / 119 / 5190
met5: 0 / - / 0
met4: 1.91 / 0 / 98
li1: - / 1905 / -
met3: 4.29 / 7 / 601
==> path summary, 6_finish.rpt <==
kind                              endpoint                       start  cells past startpoint  slack, ns
setup / recovery               SRAM_DQ[14]  sram_state_q[1]$_SDFF_PN0_                      4       0.98
hold / removal    wdata_q[30]$_SDFFE_PN0P_    wdata_q[30]$_SDFFE_PN0P_                      2       0.46
setup reg to reg  wdata_q[14]$_SDFFE_PN0P_  sram_state_q[2]$_SDFF_PN0_                      5       2.44
hold reg to reg   wdata_q[30]$_SDFFE_PN0P_    wdata_q[30]$_SDFFE_PN0P_                      2       0.46
==> cells in the mapped netlist (2+ instances only) <==
cell      instances  area share, %
inv_1            21            1.8
buf_6             2           0.53
mux2_1            4            1.1
nand2_1          70            6.2
and3_1           15            2.2
a21oi_1          42            4.9
nor3_1           18            2.1
dfxtp_1          89             42
buf_2             5           0.59
o221a_2          17            4.5
a21boi_0         15            2.6
o21ai_0          16            1.9
mux2_2           12            3.2
buf_1             5           0.44
a311oi_1          2           0.41
o21a_1           16            2.8
o21ai_1           5           0.59
o31a_1           17            3.5
mux2i_1          34            8.0
clkbuf_1         32            2.8
buf_12            3            1.4
nand3_1          23            2.7
Power and IR drop assume default switching activity.
