File: /design/flow/config.mk
export PLATFORM = sky130hd
export DESIGN_NAME = input_bank
export DESIGN_NICKNAME = input_bank
export VERILOG_FILES = /design/flow/design.v
export SDC_FILE = /design/flow/constraint.sdc
export NUM_CORES = 4
export LEC_CHECK = 1
export CORE_UTILIZATION = 30
File: /design/flow/constraint.sdc
current_design input_bank

set clk_period 8.1
set clk_io_pct 0.2

create_clock -name clk0 -period $clk_period [get_ports {i_clk}]

set non_clock_inputs [all_inputs -no_clocks]
set_input_delay [expr $clk_period * $clk_io_pct] -clock clk0 $non_clock_inputs
set_output_delay [expr $clk_period * $clk_io_pct] -clock clk0 [all_outputs]
File: /design/flow/design.v
module register_nor #(parameter WIDTH = 32)
(
    input logic rst, 
    input logic en,  
    input logic clk,    
    input logic [WIDTH-1:0] D,
    output logic [WIDTH-1:0] Q
);
    logic [WIDTH-1:0] D_in;
    always_comb begin
        if (en)
            D_in = D;
        else
            D_in = Q;
    end
    always_ff @(posedge clk or posedge rst) begin
        if (rst)
            Q <= 0;
        else
            Q <= D_in;
    end
endmodule
module mux_4to1 #(parameter WIDTH = 32)
(
    input wire [WIDTH-1:0] d0,     
    input wire [WIDTH-1:0] d1,     
    input wire [WIDTH-1:0] d2,     
    input wire [WIDTH-1:0] d3,     
    input wire [1:0] sel,          
    output reg [WIDTH-1:0] y       
);
always @(*) begin
    case (sel)
        2'b00: y = d0;  
        2'b01: y = d1;  
        2'b10: y = d2;  
        2'b11: y = d3;  
        default: y = d0;  
    endcase
end
endmodule
module input_bank (
    input wire [31:0] i_io_sw, i_lsu_addr, 
    input wire [3:0] i_io_btn,    
    input wire i_clk, i_rst,  i_lsu_wren, o_ACK,i_lsu_rden,  
    input wire [2:0] funct3,       
    output reg [31:0] input_buffer_out    
);
    wire [31:0] i_io_btn_in;
    reg [31:0] buttons_buf_out;
    reg [31:0] swiches_buf_out;
    reg [31:0] flag_buf_out;
    wire [31:0] ready;
    reg sw_en, btn_en, flag_en;
    reg [1:0] sel;  
    reg [31:0] read_data;
    wire [1:0] byte_offset;        
    wire read_en;
    wire [31:0] addr;
    assign i_io_btn_in = {28'b0, i_io_btn};
    assign byte_offset = i_lsu_addr[1:0];  
    assign addr = i_lsu_addr[31:0];  
    assign read_en = ~i_rst & i_lsu_rden;
    register_nor buttons_buf(
        .clk    (i_clk),
        .rst    (i_rst),
        .en     (1'b1),
        .D      (i_io_btn_in),
        .Q      (buttons_buf_out)
    );
    register_nor swiches_buf(
        .clk    (i_clk),
        .rst    (i_rst),
        .en     (1'b1),
        .D      (i_io_sw),
        .Q      (swiches_buf_out)
    );
    register_nor flag_buf(
        .clk    (i_clk),
        .rst    (i_rst | i_lsu_wren | read_en),
        .en     (o_ACK),
        .D      ({31'b0, o_ACK}),
        .Q      (flag_buf_out)
    );
    assign ready = flag_buf_out | {31'b0, o_ACK};
	always @(*) begin
    	sw_en = ~addr[15] & 
                   (addr[14] & addr[13] & addr[12] ) & 
                   (addr[11] &~addr[10] & ~addr[9] & ~addr[8] ) & (~addr[7] & ~addr[6] & ~addr[5] & ~addr[4])  & (~addr[3] & ~addr[2]);
    	btn_en = ~addr[15] & 
                    (addr[14] & addr[13] & addr[12] ) & 
                    ( addr[11] & ~addr[10] & ~addr[9] & ~addr[8]) & (~addr[7] & ~addr[6] & ~addr[5] & addr[4] ) & (~addr[3] & ~addr[2]);
    	flag_en = ~addr[15] & 
                     (addr[14] & addr[13] & addr[12] & addr[11]) & 
                     (~addr[10] & ~addr[9] & ~addr[8] & ~addr[7] & ~addr[6] & addr[5] & ~addr[4] & ~addr[3] & ~addr[2]);
    	sel[0] = ~flag_en & btn_en & ~sw_en;
    	sel[1] = flag_en & ~btn_en & ~sw_en;
	end
    mux_4to1 mux(
        .d0(swiches_buf_out),
        .d1(buttons_buf_out),
        .d2(ready),
        .d3(swiches_buf_out),
        .sel(sel),            
        .y(read_data)
    );
    always @(*) begin
        if (read_en) begin
            case (funct3)
                3'd0: begin  
                    case (byte_offset)
                        2'b00: input_buffer_out = {{24{read_data[7]}}, read_data[7:0]};     
                        2'b01: input_buffer_out = {{24{read_data[15]}}, read_data[15:8]};   
                        2'b10: input_buffer_out = {{24{read_data[23]}}, read_data[23:16]};  
                        2'b11: input_buffer_out = {{24{read_data[31]}}, read_data[31:24]};  
                        default: input_buffer_out = 32'b0;
                    endcase
                end
                3'd1: begin  
                    input_buffer_out = {{16{read_data[15]}}, read_data[15:0]};
                end
                3'd2: begin  
                    input_buffer_out = read_data;
                end
                3'd4: begin  
                    case (byte_offset)
                        2'b00: input_buffer_out = {24'b0, read_data[7:0]};    
                        2'b01: input_buffer_out = {24'b0, read_data[15:8]};   
                        2'b10: input_buffer_out = {24'b0, read_data[23:16]};  
                        2'b11: input_buffer_out = {24'b0, read_data[31:24]};  
                        default: input_buffer_out = 32'b0;
                    endcase
                end
                3'd5: begin  
                    input_buffer_out = {16'b0, read_data[15:0]};
                end
                default: begin
                    input_buffer_out = 32'b0;  
                end
            endcase
        end else begin
            input_buffer_out = 32'b0;  
        end
    end
endmodule
File: /design/flow/run.sh
#!/bin/bash
# OpenROAD 26Q1-2900-gdf79404cd8, Yosys 0.63+post, stock flow scripts
make -C /OpenROAD-flow-scripts/flow DESIGN_CONFIG=/design/flow/config.mk WORK_HOME=/design/flow/orfs finish
==> reports/metrics.csv <==
metric,value,unit
largest net degree at the start of global routing,37,
Reg area,925.9,µm²
final critical delay including setup and external delays,6397,ps
total cells reported by yosys after synthesis,176,
number of unique standard cell types used by synthesis,41,
outcome,"complete, no violations",
Slowest cell on crit path,ha_1,
ys async rst share,100.0,%
total die area,6371,µm²
total area of multi-input combinational cells,794.5,µm²
most numerous logic cell after layout,clkdlybuf4s50_1,
drc violations,0,
"Data required, critical path",6480,ps
top routing layer used,met4,
RePlAce Congestion,0.7850,
TritonRoute pass-1 iters,4,
f_max,156.3,MHz
reported max-cap violation count,0,
Top cell area share,50.96,%
cell accounting for the most synthesized area,dfrtp_1,
top fanout value on the critical path,23,
CTS Root Buffer Type,clkbuf_8,
startpoint of the worst register-to-register path,flag_buf.Q[0]$_DFFE_PP0P_,
global-route wire length before repair,8.066,mm
Core ar.,5675,µm²
count of tool warnings,42,
final antenna-violating net count,0,
Cell area leaders,"dfrtp_1, nand2_1, nand3_1",
combined buffer and inverter count along the critical path,2,
later-pin clock latency in the skew report,280,ps
proportion of synthesized chip area in sequential cells,50.96,%
number of instances in the synthesized netlist,176,
length of routed met2 wiring,2.293,mm
cell type with the highest occurrence count on the critical path,clkdlybuf4s50_1,
count of port buffers added during placement,91,
floorplan die width,79.82,µm
number of global-route vias before repair,1668,
Total Neg Setup Slack,0,ps
cell class contributing the biggest share of worst-path delay,simple AND/OR/NAND/NOR gates,
Total Wirelength,4.851,mm
leftover overflow at the end of global routing,0,
clk_skew,0,ps
summed standard-cell area reported by yosys,1817,µm²
clock tree from TritonCTS,done,
post-route met1 wirelength,2.168,mm
setup repair after global routing missed its margin,false,
Layout area overhead,55.78,%
maximum ir drop on the vdd rail,72.16,µV
predominant post-synthesis flop cell,dfrtp_1,
Iteration-0 DRC Markers,75,
Least-Margin Pin Slew,540.4,ps
largest stage delay on the critical path,520,ps
number of vias per cell after detailed routing,4.820,
number of levels the H-tree was split into,2,
number of antenna violations at the first check in global routing,0,
register-to-register setup slack,7350,ps
worst setup slack before clock tree synthesis,1642,ps
path class of the lowest-slack min-delay path,reg2reg,
worst hold path cell count,1,
total of warnings raised by yosys,3,
average wire per cell in the routed design,14.35,µm
fraction of layout instances using a drive strength above 1,10.15,%
Top cells excl fill/tap,"clkdlybuf4s50_1, nand2_1, dfrtp_1, nand3_1, a22oi_1",
Hold Worst Slack,468.2,ps
Power Density,139.4,nW/µm²
detailed route wirelength on metal3,314,µm
clock transition time at the flip-flop clock pins of the worst setup and hold paths,70,ps
number of hold-slack violations in the final timing report,0,
endpoint of the lowest-slack register-to-register path,flag_buf.Q[0]$_DFFE_PP0P_,
count of clock tree sinks,37,
overall routing resource usage,16.86,%
Min-Delay Startpoint,flag_buf.Q[0]$_DFFE_PP0P_,
Diodes inserted,0,
total clock buffers created by CTS,5,
register bit count reported by yosys,37,
Crit Path Class,in2out,
netlist area before placement,1817,µm²
data arrival time at the worst-slack endpoint,4780,ps
CP endpoint kind,output pin,
half-perimeter wire length of the detailed placement result,3.639,mm
critical path startpoint category,input pin,
starting density of the core,32.01,%
end-of-flow core utilization,49.87,%
leakage power,1.250,nW
flip-flops with a built-in enable,0,
deepest clock path buffer count,2,
worst relative slew slack,63.86,%
number of filler instances in the final layout,548,
vias,1629,
Post-CTS Setup Inserts,0,
I/O pin cnt,108,
worst-case reg-to-reg path depth,1,
final-report max-slew violation count,0,
endpoint with the worst hold slack,flag_buf.Q[0]$_DFFE_PP0P_,
Die Height,79.82,µm
average footprint of a synthesized cell,10.32,µm²
worst path cell trace,clkdlybuf4s50_1 > nor4_1 > and4_1 > nand3b_1 > ha_1 > nand2_1 > a211oi_2 > nand3_2 > nand3_1 > clkdlybuf4s50_1,
total power,0.0003946,W
fraction of the cycle the final worst path needs,78.98,%
worst path setup slack after routing,1703,ps
Setup Viol. Count Final,0,
quantity of hold-fixing buffers added after cts,0,
number of cell rows,27,
number of gates resized after cts,0,
-- cells by family after synthesis --
kind of cell,after synthesis,synth area share (%)
muxes,7,4.270
adders and majority gates,2,1.377
and+or+nand+nor,85,25.21
DFF,37,50.96
AOI/OAI and AO/OA,32,12.88
buffers and inverters,13,5.302
-- where the power goes --
group	total (W)	internal, W	leakage [nW]	switching, W
clock network	0.000129	0.0000675	0.0443	0.0000619
logic	0.0000674	0.0000434	0.775	0.0000240
registers	0.000198	0.000194	0.430	0.00000401
-- registers in the layout, summed over array words and instances (netlist names) --
register       cells
swiches_buf.Q     32
buttons_buf.Q      4
flag_buf.Q         1
-- worst max path at each step --
stage                    startpoint                   end  slack [ps]  cells after the start
after CTS             i_lsu_addr[8]  input_buffer_out[30]        1640                     10
after global routing  i_lsu_addr[8]  input_buffer_out[31]        1320                     10
final                 i_lsu_addr[8]  input_buffer_out[30]        1700                     10
-- synth_stat cells (all sizes together) (2+ instances only) --
| library cell | instances |
|---|---|
| nand2 | 40 |
| dfrtp | 37 |
| nand3 | 17 |
| buf | 9 |
| a22oi | 8 |
| a21oi | 7 |
| mux2 | 6 |
| nor2 | 6 |
| o22ai | 6 |
| inv | 4 |
| nand3b | 4 |
| o21ai | 4 |
| nor2b | 3 |
| nor3 | 3 |
| a211oi | 2 |
| ha | 2 |
| nand2b | 2 |
| nand4 | 2 |
-- layout make-up --
type,count,share of cell area [%]
Tap cell,72,3.183
Inverter,4,0.5305
Timing Repair Buffer,92,32.45
Clock buffer,7,3.050
Multi-Input combinational cell,126,28.07
Sequential cell,37,32.71
-- metrics by stage --
step                      cells  area, µm²
after floorplan             176       1817
after global placement      331       2744
after detailed placement    331       2744
after CTS                   338       2830
after global routing        338       2830
final                       338       2830
-- per-layer routing --
metal | vias to the layer above | GRT usage [%]
met5 | - | 0
met4 | 0 | 2.500
met3 | 9 | 2.900
met2 | 59 | 27.44
met1 | 766 | 24.69
li1 | 795 | -
No activity file was given, so power comes from the tool's default toggle rates.
